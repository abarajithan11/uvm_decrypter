==> flow/design.v <==
module dat_mem #(parameter W=8,                
                           byte_count=256)(	   
  input           clk,
                  write_en,	                
  input  [$clog2(byte_count)-1:0] raddr,    
                  waddr,	                
  input  [ W-1:0] data_in,				    
  output [ W-1:0] data_out				    
    );
logic [W-1:0] core[byte_count];	 
assign      data_out = core[raddr] ;	 
always_ff @ (posedge clk)
  if (write_en)
    core[waddr] <= data_in;
endmodule
==> flow/run.sh <==
#!/bin/bash
# OpenROAD 26Q1-2900-gdf79404cd8, Yosys 0.63+post, stock flow scripts
make -C /OpenROAD-flow-scripts/flow DESIGN_CONFIG=/design/flow/config.mk WORK_HOME=/design/flow/orfs finish
==> flow/config.mk <==
export PLATFORM = sky130hd
export DESIGN_NAME = dat_mem
export DESIGN_NICKNAME = dat_mem
export VERILOG_FILES = /design/flow/design.v
export SDC_FILE = /design/flow/constraint.sdc
export NUM_CORES = 4
export LEC_CHECK = 1
export CORE_UTILIZATION = 30
==> flow/constraint.sdc <==
current_design dat_mem

set clk_period 14.3
set clk_io_pct 0.2

create_clock -name clk0 -period $clk_period [get_ports {clk}]

set non_clock_inputs [all_inputs -no_clocks]
set_input_delay [expr $clk_period * $clk_io_pct] -clock clk0 $non_clock_inputs
set_output_delay [expr $clk_period * $clk_io_pct] -clock clk0 [all_outputs]
==> results.sh <==
# yosys + openroad results
export IMPL_p_per_area_nw_per_um2=136.9
export IMPL_dpl_cell_area_sq_um=84180
export IMPL_htree_levels=4
export IMPL_warning_count=29
export IMPL_num_rows=188
export IMPL_numClockSinks=2048
export IMPL_hold_viol_final=0
export IMPL_reg_top3="core (2048)"
export IMPL_cp_slowest_cell="buf_4"
export IMPL_startpoint_type="primary input"
export IMPL_die_area_sq_um=266700
export IMPL_p_leak_nw=27.43
export IMPL_postCtsSetupBuffers=0
export IMPL_wl_per_cell_microns=26.05
export IMPL_yosys_warnings=1
export IMPL_postCtsHoldBufs=0
export IMPL_crit_chain="buf_8 > buf_4 > buf_4 > buf_4 > mux4_2 > a22o_1 > a221oi_1 > o221ai_1 > a211oi_1 > buf_4 > nor4_2 > buf_4 > clkdlybuf4s50_1"
export IMPL_io_buffers=33
export IMPL_switching_share=0.2125
export IMPL_gr_total_overflow=0
export IMPL_num_vias=38300
export IMPL_route_detailed_drc=0
export IMPL_postSynthSeqShare=0.7746
export IMPL_viasPerCell=5.042
export IMPL_rsz0062_at_grt="no"
export IMPL_drtAntennaViolNets=0
export IMPL_post_synth_instance_area_sq_um=79400
export IMPL_drtPass1Iterations=7
export IMPL_worstSetupEndpointType="output port"
export IMPL_post_route_min_period_ps=10920
export IMPL_wl_mm=197.8
export IMPL_slew_headroom=0.2375
export IMPL_root_buffer="clkbuf_16"
export IMPL_setup_violations_final=0
export IMPL_clkPwrFrac=0.418
export IMPL_postSynthAreaPerCell_sq_um=21.31
export IMPL_drv_cap=0
export IMPL_finalCritPeriodShare=0.7636
export IMPL_fin_area_sq_um=90690
export IMPL_ys_cells=3725
export IMPL_cp_arrival_ps=8060
export IMPL_crit_family="buffers and inverters"
export IMPL_async_flop_share=0
export IMPL_fp_dieH_microns=516.4
export IMPL_cp_buffers_inverters=7
export IMPL_die_w_microns=516.4
export IMPL_worstHoldPathType="in2reg"
export IMPL_crit_type="in2out"
export IMPL_mostFrequentLayoutCells="2,048 x edfxtp_1, 454 x mux4_2, 279 x nor2_1"
export IMPL_grt_use_total=0.1610
export IMPL_slowest_delay_ps=660
export IMPL_critical_path_required_ps=11440
export IMPL_synth_area_yosys_sq_um=79400
export IMPL_p_comb_frac=0.049
export IMPL_tightest_slew_ps=1133
export IMPL_final_common_cell="edfxtp_1"
export IMPL_cp_max_fo=51
export IMPL_core_area_sq_um=262700
export IMPL_p_total_mw=12.42
export IMPL_flop_cell="edfxtp_1"
export IMPL_edf_count=2048
export IMPL_crit_top_cell="buf_4"
export IMPL_drive_gt1_frac=0.2312
export IMPL_drt_initial_drc_count=2875
export IMPL_clk_pin_slew_ps=60
export IMPL_cts_tree="built"
export IMPL_p_sw_mw=2.639
export IMPL_p_int_mw=9.778
export IMPL_cts_buffers=199
export IMPL_fp_util=0.3022
export IMPL_synth_cell_types=54
export IMPL_outcome="completed"
export IMPL_io_pins=34
export IMPL_ir_drop_mv=0.1073
export IMPL_areaGrowthSynthToFinish_pct=14.22
export IMPL_netlist_instances=3725
export IMPL_place_congestion=0.8869
export IMPL_grt_max_degree=103
export IMPL_synth_seq_cells=2048
export IMPL_post_cts_resized=0
export IMPL_grt_pass1_wl_mm=289.5
export IMPL_max_freq_mhz=91.59
export IMPL_largest_reg_flops=2048
export IMPL_first_global_vias=42160
export IMPL_pwr_share_seq=0.533
export IMPL_regMostFlops="core"
export IMPL_report_final_slew_viol_count=0
export IMPL_clockBufferDepth=3
export IMPL_antenna_found_initial=7
export IMPL_fin_setup_tns_ps=0
export IMPL_hpwl_mm=120.6
[cell families after synthesis]
family,count (synthesis),synth area share
buf+inv,235,0.01834
compound gates,385,0.03426
simple gates,466,0.02633
mux,591,0.1465
flops,2048,0.7746
[layer usage]
metal | routed length (microns) | track usage | share of wire
met1 | 66980 | 0.1865 | 0.34
met2 | 92000 | 0.2369 | 0.46
met3 | 31780 | 0.1204 | 0.16
met4 | 6801 | 0.04483 | 0.034
met5 | 284 | 0.009012 | 0.0014
[per-stage QoR]
step / cells / hold slack [ps] / worst slack [ps] / utilization
after floorplan: 3725 / 2959 / 6784 / -
after global placement: 7223 / 3287 / 3355 / 0.3204
after detailed placement: 7223 / 3285 / 3408 / 0.3204
after CTS: 7589 / 2375 / 3347 / 0.3451
after global routing: 7594 / 2400 / 3193 / 0.3451
final: 7595 / 2438 / 3381 / 0.3451
[area by class of cell]
type | instances | area [sq um]
well taps | 3515 | 4398
repair buffers | 216 | 1774
fillers | 23980 | 172100
diodes | 6 | 15.01
clock buffers | 242 | 5141
flip-flops and latches | 2048 | 61500
multi-input cells | 1442 | 16500
inverters | 2 | 7.507
clock inverters | 124 | 1353
[worst paths after layout]
path	startpoint	endpoint	slack (ps)	depth (start not counted)
worst min-delay path	data_in[4]	core[225][4]	2440	1
worst max-delay path	raddr[1]	data_out[5]	3380	13
[cells in the mapped netlist, types with 2 or more instances]
cell type	n	area share
a21oi_1	96	0.0061
nand3_1	34	0.0021
o22ai_1	28	0.0022
mux4_2	454	0.13
mux4_1	2	0.00066
buf_8	13	0.0025
a2111oi_0	2	0.00022
nand3b_1	2	0.00019
nor2b_1	31	0.0024
o32ai_1	4	0.00044
a211oi_1	16	0.0015
mux2i_1	134	0.017
buf_2	31	0.0020
nand2b_1	8	0.00063
clkbuf_1	111	0.0052
buf_12	8	0.0020
nor3_1	22	0.0014
buf_1	22	0.0010
a22oi_1	133	0.013
a2111oi_1	2	0.00025
nand4_1	10	0.00079
or2_2	4	0.00032
a22o_1	8	0.00088
a31oi_1	2	0.00016
and3b_1	2	0.00022
o221ai_1	46	0.0051
and2_1	6	0.00047
a311oi_1	2	0.00022
o22a_1	5	0.00055
buf_6	21	0.0030
buf_4	27	0.0026
o211ai_1	10	0.00095
nor4_2	3	0.00047
nor2_1	282	0.013
nor4_1	24	0.0019
o21ai_1	2	0.00013
nand2_1	33	0.0016
o21ai_0	10	0.00063
a221oi_1	13	0.0014
edfxtp_1	2048	0.77
[power by group through the flow]
stage / logic (mW) / registers (mW) / clock network (mW)
4_1_cts: 0.621 / 6.62 / 5.30
6_report: 0.610 / 6.62 / 5.19
5_1_grt: 0.655 / 6.62 / 5.51
